File: /design/flow/design.v
`timescale 1ns / 1ps
module ClockDivisor(clk, clk1);
    input clk;
    output clk1;
    reg [26:0] num;
    wire [26:0] next_num;
    always @(posedge clk) begin
      num <= next_num;
    end
    assign next_num = num + 1'b1;
    assign clk1 = num[1];
endmodule
module ClockDivisorSlow (reset, clk, slow_clk);
    input reset;
    input clk;
    output slow_clk;
    reg [26:0] num;
    wire [26:0] next_num;
    always @(posedge clk) begin
        if(reset) num <= 27'd0;
        else num <= next_num;
    end
    assign next_num = num + 1'b1;
    assign slow_clk = num[26];
endmodule
`timescale 1ns / 1ps
module DisplayInterface(
    input clk,
    input rst,
    input [255:0] passed_board,
    input [5:0] cursor_address,
    input [5:0] selected_address,
    input selected_enable,
    input [9:0] h_cnt,
    input [9:0] v_cnt,
    input is_in_display_area,
    input enable_mouse_display,
    input [11:0] mouse_pixel,
    output [3:0] vga_red,
    output [3:0] vga_green,
    output [3:0] vga_blue
);
    parameter
    EMPTY = 3'b000,
    PAWN = 3'b001,
    BISHOP = 3'b010,
    KNIGHT = 3'b011,
    ROOK = 3'b100,
    QUEEN = 3'b101,
    KING = 3'b110;
    parameter
    WHITE = 1'b0,
    BLACK = 1'b1;
    wire [0:7] pawn_art[0:7];
    wire [0:7] bishop_art[0:7];
    wire [0:7] knight_art[0:7];
    wire [0:7] queen_art[0:7];
    wire [0:7] king_art[0:7];
    wire [0:7] rook_art[0:7];
    parameter RGB_OUTSIDE = 12'h000;  
    parameter RGB_DARK_SQUARE = 12'hb98;
    parameter RGB_LIGHT_SQUARE = 12'hedc;
    parameter RGB_BLACK_PIECE = 12'h000;
    parameter RGB_WHITE_PIECE = 12'hfff;
    parameter RGB_CURSOR = 12'h00f;  
    parameter RGB_SELECTED = 12'hf00;  
    reg [2:0] counter_row;
    reg [2:0] counter_col;
    reg [6:0] square_x;
    reg [6:0] square_y;
    reg [4:0] art_x;
    reg [4:0] art_y;
    reg [11:0] output_color;
    reg [11:0] next_output_color;
    wire is_in_square_border;
    wire is_in_board;
    wire dark_square;
    wire [3:0] board[63:0];
    wire clk_flicker_enable;
    wire flicker_reset;
    always @(h_cnt) begin
        if(h_cnt <= 170) begin
            counter_col = 0;
            square_x = h_cnt - 120;
        end
        else if (h_cnt <= 220) begin
            counter_col = 1;
            square_x = h_cnt - 170;
        end
        else if (h_cnt <= 270) begin
            counter_col = 2;
            square_x = h_cnt - 220;
        end
        else if (h_cnt <= 320) begin
            counter_col = 3;
            square_x = h_cnt - 270;
        end
        else if (h_cnt <= 370) begin
            counter_col = 4;
            square_x = h_cnt - 320;
        end
        else if (h_cnt <= 420) begin
            counter_col = 5;
            square_x = h_cnt - 370;
        end
        else if (h_cnt <= 470) begin
            counter_col = 6;
            square_x = h_cnt - 420;
        end
        else begin
            counter_col = 7;
            square_x = h_cnt - 470;
        end
    end
    always @(v_cnt) begin
        if(v_cnt <=  90) begin
            counter_row = 0;
            square_y = v_cnt - 40;
        end
        else if (v_cnt <= 140) begin
            counter_row = 1;
            square_y = v_cnt - 90;
        end
        else if (v_cnt <= 190) begin
            counter_row = 2;
            square_y = v_cnt - 140;
        end
        else if (v_cnt <= 240) begin
            counter_row = 3;
            square_y = v_cnt - 190;
        end
        else if (v_cnt <= 290) begin
            counter_row = 4;
            square_y = v_cnt - 240;
        end
        else if (v_cnt <= 340) begin
            counter_row = 5;
            square_y = v_cnt - 290;
        end
        else if (v_cnt <= 390) begin
            counter_row = 6;
            square_y = v_cnt - 340;
        end
        else begin
            counter_row = 7;
            square_y = v_cnt - 390;
        end
    end
    always @(square_x) begin
        if (square_x <= 10) art_x = 0;
        else if (square_x <= 15) art_x = 1;
        else if (square_x <= 20) art_x = 2;
        else if (square_x <= 25) art_x = 3;
        else if (square_x <= 30) art_x = 4;
        else if (square_x <= 35) art_x = 5;
        else if (square_x <= 40) art_x = 6;
        else art_x = 7;
    end
    always @(square_y) begin
        if (square_y <= 10) art_y = 0;
        else if (square_y <= 15) art_y = 1;
        else if (square_y <= 20) art_y = 2;
        else if (square_y <= 25) art_y = 3;
        else if (square_y <= 30) art_y = 4;
        else if (square_y <= 35) art_y = 5;
        else if (square_y <= 40) art_y = 6;
        else art_y = 7;
    end
    assign is_in_square_border = (square_x <= 5 || square_x >= 45 || square_y <= 5 || square_y >= 45);
    assign is_in_board = (h_cnt >= 120 && h_cnt < 520) && (v_cnt >= 40  && v_cnt < 440);
    assign dark_square = counter_row[0] ^ counter_col[0];
    always @(posedge clk) output_color <= next_output_color;
    always @(*) begin
        if (!is_in_board) next_output_color = RGB_OUTSIDE;
        else if (enable_mouse_display) begin
            next_output_color = mouse_pixel;
        end
        else begin
            if (is_in_square_border) begin
                if (cursor_address == {counter_row, counter_col}) next_output_color = RGB_CURSOR;
                else if (is_in_square_border && selected_address == { counter_row, counter_col } && selected_enable) begin
                    if (!clk_flicker_enable) next_output_color = RGB_SELECTED;
                    else begin
                        if (dark_square) next_output_color = RGB_DARK_SQUARE;
                        else next_output_color = RGB_LIGHT_SQUARE;
                    end
                end
                else if (dark_square) next_output_color = RGB_DARK_SQUARE;
                else next_output_color = RGB_LIGHT_SQUARE;
            end
            else begin
                case (board[{counter_row, counter_col}][2:0])
                    EMPTY : begin
                        if (dark_square) next_output_color = RGB_DARK_SQUARE;
                        else next_output_color = RGB_LIGHT_SQUARE;
                    end
                    PAWN : begin
                        if (pawn_art[art_y][art_x]) begin
                            if(board[{counter_row, counter_col}][3] == BLACK) next_output_color = RGB_BLACK_PIECE;
                            else next_output_color = RGB_WHITE_PIECE;
                        end
                        else begin
                            if (dark_square) next_output_color = RGB_DARK_SQUARE;
                            else next_output_color = RGB_LIGHT_SQUARE;
                        end
                    end
                    KNIGHT : begin
                        if (knight_art[art_y][art_x]) begin
                            if(board[{counter_row, counter_col}][3] == BLACK) next_output_color = RGB_BLACK_PIECE;
                            else next_output_color = RGB_WHITE_PIECE;
                        end
                        else begin
                            if (dark_square) next_output_color = RGB_DARK_SQUARE;
                            else next_output_color = RGB_LIGHT_SQUARE;
                        end
                    end
                    BISHOP: begin
                        if (bishop_art[art_y][art_x]) begin
                            if(board[{counter_row, counter_col}][3] == BLACK) next_output_color = RGB_BLACK_PIECE;
                            else next_output_color = RGB_WHITE_PIECE;
                        end
                        else begin
                            if (dark_square) next_output_color = RGB_DARK_SQUARE;
                            else next_output_color = RGB_LIGHT_SQUARE;
                        end
                    end
                    ROOK : begin
                        if (rook_art[art_y][art_x]) begin
                            if(board[{counter_row, counter_col}][3] == BLACK) next_output_color = RGB_BLACK_PIECE;
                            else next_output_color = RGB_WHITE_PIECE;
                        end
                        else begin
                            if (dark_square) next_output_color = RGB_DARK_SQUARE;
                            else next_output_color = RGB_LIGHT_SQUARE;
                        end
                    end
                    QUEEN : begin
                        if (queen_art[art_y][art_x]) begin
                            if(board[{counter_row, counter_col}][3] == BLACK) next_output_color = RGB_BLACK_PIECE;
                            else next_output_color = RGB_WHITE_PIECE;
                        end
                        else begin
                            if (dark_square) next_output_color = RGB_DARK_SQUARE;
                           else next_output_color = RGB_LIGHT_SQUARE;
                        end
                    end
                    KING : begin
                        if (king_art[art_y][art_x]) begin
                            if(board[{counter_row, counter_col}][3] == BLACK) next_output_color = RGB_BLACK_PIECE;
                            else next_output_color = RGB_WHITE_PIECE;
                        end
                        else begin
                            if (dark_square) next_output_color = RGB_DARK_SQUARE;
                            else next_output_color = RGB_LIGHT_SQUARE;
                        end
                    end
                    default: next_output_color = RGB_OUTSIDE;
                endcase
            end
        end
    end
    assign pawn_art[0] = 8'b00000000;
    assign pawn_art[1] = 8'b00011000;
    assign pawn_art[2] = 8'b00111100;
    assign pawn_art[3] = 8'b00111100;
    assign pawn_art[4] = 8'b00011000;
    assign pawn_art[5] = 8'b00111100;
    assign pawn_art[6] = 8'b01111110;
    assign pawn_art[7] = 8'b01111110;
    assign bishop_art[0] = 8'b00011000;
    assign bishop_art[1] = 8'b00100100;
    assign bishop_art[2] = 8'b00100100;
    assign bishop_art[3] = 8'b00011000;
    assign bishop_art[4] = 8'b00011000;
    assign bishop_art[5] = 8'b00111100;
    assign bishop_art[6] = 8'b01111110;
    assign bishop_art[7] = 8'b11100111;
    assign knight_art[0] = 8'b00011000;
    assign knight_art[1] = 8'b01111100;
    assign knight_art[2] = 8'b10111110;
    assign knight_art[3] = 8'b11101111;
    assign knight_art[4] = 8'b00000111;
    assign knight_art[5] = 8'b00011111;
    assign knight_art[6] = 8'b00111111;
    assign knight_art[7] = 8'b01111110;
    assign queen_art[0] = 8'b00000000;
    assign queen_art[1] = 8'b01010101;
    assign queen_art[2] = 8'b01010101;
    assign queen_art[3] = 8'b01010101;
    assign queen_art[4] = 8'b01111111;
    assign queen_art[5] = 8'b01111111;
    assign queen_art[6] = 8'b01111111;
    assign queen_art[7] = 8'b00111110;
    assign king_art[0] = 8'b00011000;
    assign king_art[1] = 8'b01111110;
    assign king_art[2] = 8'b00011000;
    assign king_art[3] = 8'b00011000;
    assign king_art[4] = 8'b00111100;
    assign king_art[5] = 8'b01111110;
    assign king_art[6] = 8'b01111110;
    assign king_art[7] = 8'b00111100;
    assign rook_art[0] = 8'b00000000;
    assign rook_art[1] = 8'b01011010;
    assign rook_art[2] = 8'b01111110;
    assign rook_art[3] = 8'b00111100;
    assign rook_art[4] = 8'b00011000;
    assign rook_art[5] = 8'b00011000;
    assign rook_art[6] = 8'b00111100;
    assign rook_art[7] = 8'b01111110;
    assign board[0] = passed_board[3 : 0];
    assign board[1] = passed_board[7 : 4];
    assign board[2] = passed_board[11 : 8];
    assign board[3] = passed_board[15 : 12];
    assign board[4] = passed_board[19 : 16];
    assign board[5] = passed_board[23 : 20];
    assign board[6] = passed_board[27 : 24];
    assign board[7] = passed_board[31 : 28];
    assign board[8] = passed_board[35 : 32];
    assign board[9] = passed_board[39 : 36];
    assign board[10] = passed_board[43 : 40];
    assign board[11] = passed_board[47 : 44];
    assign board[12] = passed_board[51 : 48];
    assign board[13] = passed_board[55 : 52];
    assign board[14] = passed_board[59 : 56];
    assign board[15] = passed_board[63 : 60];
    assign board[16] = passed_board[67 : 64];
    assign board[17] = passed_board[71 : 68];
    assign board[18] = passed_board[75 : 72];
    assign board[19] = passed_board[79 : 76];
    assign board[20] = passed_board[83 : 80];
    assign board[21] = passed_board[87 : 84];
    assign board[22] = passed_board[91 : 88];
    assign board[23] = passed_board[95 : 92];
    assign board[24] = passed_board[99 : 96];
    assign board[25] = passed_board[103 : 100];
    assign board[26] = passed_board[107 : 104];
    assign board[27] = passed_board[111 : 108];
    assign board[28] = passed_board[115 : 112];
    assign board[29] = passed_board[119 : 116];
    assign board[30] = passed_board[123 : 120];
    assign board[31] = passed_board[127 : 124];
    assign board[32] = passed_board[131 : 128];
    assign board[33] = passed_board[135 : 132];
    assign board[34] = passed_board[139 : 136];
    assign board[35] = passed_board[143 : 140];
    assign board[36] = passed_board[147 : 144];
    assign board[37] = passed_board[151 : 148];
    assign board[38] = passed_board[155 : 152];
    assign board[39] = passed_board[159 : 156];
    assign board[40] = passed_board[163 : 160];
    assign board[41] = passed_board[167 : 164];
    assign board[42] = passed_board[171 : 168];
    assign board[43] = passed_board[175 : 172];
    assign board[44] = passed_board[179 : 176];
    assign board[45] = passed_board[183 : 180];
    assign board[46] = passed_board[187 : 184];
    assign board[47] = passed_board[191 : 188];
    assign board[48] = passed_board[195 : 192];
    assign board[49] = passed_board[199 : 196];
    assign board[50] = passed_board[203 : 200];
    assign board[51] = passed_board[207 : 204];
    assign board[52] = passed_board[211 : 208];
    assign board[53] = passed_board[215 : 212];
    assign board[54] = passed_board[219 : 216];
    assign board[55] = passed_board[223 : 220];
    assign board[56] = passed_board[227 : 224];
    assign board[57] = passed_board[231 : 228];
    assign board[58] = passed_board[235 : 232];
    assign board[59] = passed_board[239 : 236];
    assign board[60] = passed_board[243 : 240];
    assign board[61] = passed_board[247 : 244];
    assign board[62] = passed_board[251 : 248];
    assign board[63] = passed_board[255 : 252];
    assign vga_red = {
        output_color[11] & is_in_display_area,
        output_color[10] & is_in_display_area,
        output_color[9] & is_in_display_area,
        output_color[8] & is_in_display_area
    };
    assign vga_green = {
        output_color[7] & is_in_display_area,
        output_color[6] & is_in_display_area,
        output_color[5] & is_in_display_area,
        output_color[4] & is_in_display_area
    };
    assign vga_blue = {
        output_color[3] & is_in_display_area,
        output_color[2] & is_in_display_area,
        output_color[1] & is_in_display_area,
        output_color[0] & is_in_display_area
    };
    assign flicker_reset = !(selected_enable && (selected_address != cursor_address));
    ClockDivisorSlow clock_div (
        .reset(flicker_reset),
        .clk(clk),
        .slow_clk(clk_flicker_enable)
    );
endmodule
File: /design/flow/run.sh
#!/bin/bash
# OpenROAD 26Q1-2900-gdf79404cd8, Yosys 0.63+post, stock flow scripts
make -C /OpenROAD-flow-scripts/flow DESIGN_CONFIG=/design/flow/config.mk WORK_HOME=/design/flow/orfs finish
File: /design/flow/config.mk
export PLATFORM = sky130hd
export DESIGN_NAME = DisplayInterface
export DESIGN_NICKNAME = DisplayInterface
export VERILOG_FILES = /design/flow/design.v
export SDC_FILE = /design/flow/constraint.sdc
export NUM_CORES = 4
export LEC_CHECK = 1
export CORE_UTILIZATION = 40
File: /design/flow/constraint.sdc
current_design DisplayInterface

set clk_period 11.5
set clk_io_pct 0.2

create_clock -name clk0 -period $clk_period [get_ports {clk}]

set non_clock_inputs [all_inputs -no_clocks]
set_input_delay [expr $clk_period * $clk_io_pct] -clock clk0 $non_clock_inputs
set_output_delay [expr $clk_period * $clk_io_pct] -clock clk0 [all_outputs]
==> notes.md <==
Entry: Yosys synthesis followed by OpenROAD place and route.

Worst setup path:
- The worst setup path is captured at a flip-flop.
- The critical path in this run is classified as input port to flip-flop.
- STA lists the maximum fanout along the critical path as 20.
- Broken down by cell family, the worst path's largest delay share belongs to AND-OR/OR-AND gates.
- Among all stages on the critical path, the largest delay is contributed by clkdlybuf4s50_1.
- The run puts the required time of the worst setup path at 11.66 ns.
- Counting both buffers and inverters, the worst setup path holds a total of 4.
- Walking the worst path, the cells encountered are clkdlybuf4s50_1 -> inv_2 -> ha_1 -> nor2b_1 -> o2111ai_1 -> nand2_1 -> buf_4 -> o32ai_1 -> a2bb2oi_1 -> inv_1 -> a41oi_1 -> o211ai_1 -> a2111oi_0 -> o31ai_1 -> o2111ai_1 -> nor2b_1 -> o41a_1 -> o21ai_1 -> a21oi_1.
- The run puts the number of cells on the worst reg-to-reg path at 8.
- On the worst path, the slowest cell contributes a delay of 0.98 ns.
- STA classifies the critical path startpoint as an input port.
- The run puts the number of gates on the worst path with buffers counted at 19.
- The run gives the arrival time reported for the critical path endpoint as 9.56 ns.

Clocking:
- The run puts the number of clock buffers inserted by TritonCTS at 5.
- The run puts the clock sink total at 39.
- The run gives the CTS tree as done.
- The run gives the total setup buffers inserted after CTS as 0.
- The run puts the maximum clock insertion buffer count at 2.
- The run gives the clock root buffer master as clkbuf_16.
- On the worst setup and hold paths after CTS, the clock-pin slew comes to approximately 0.060 ns.
- The run puts the worst-skew pair later-pin latency at 0.28 ns.
- The run puts the total of cells resized after clock tree synthesis at 0.
- The number of hold buffers added after CTS was 0.
- The run puts the CTS H-tree depth at 2.

Min path:
- The run puts the cell depth of the worst min-delay path at 1.
- The run gives the worst hold path class as flip-flop to flip-flop.

Floorplan:
- The run gives the height of the chip as about 140 um.
- Before placement the cells fill 41.26% of the core.
- The run puts the number of standard-cell rows in the floorplan at approximately 51.
- The run puts the placeable core region at roughly 20,000 um2.
- The run puts the horizontal die dimension at roughly 140 um.
- The chip occupies 20,910 um2.
- The run puts the I/O pin total at 317.

Global route:
- The run puts the first-pass GRT wire length at 64,590 um.
- The run gives the number of global-route vias before repair as 10,642.
- The run gives the total grt overflow as 0.
- The run puts the largest net degree at the start of global routing at 28.
- Summed over all routing layers, the global router reports a total usage of 42.23%.
- The run puts the initial antenna violation count at 11.

Route:
- The run gives the post-detailed-route via-to-cell ratio as roughly 6.6.
- The run puts the post-route DRC violation count at 0.
- The run gives the tally of nets with antenna violations remaining after routing as 0.
- The run puts the total via count in the routed design at about 12,000.
- The run gives the number of search-and-repair iterations in the first detailed-routing pass as 6.
- The run gives the post-detailed-routing wire length as 43,720 um.
- The script logs the mean routed wire length per placed instance as roughly 25 um.
- The run puts the initial detailed-routing violation count at roughly 1,100.

Timing:
- The transition time recorded at the tightest slew-check pin is about 1.1 ns.
- The run gives the hold violation count in the final report as 0.
- The final layout reports a setup TNS of 0 ns.
- The run puts the final worst hold slack at 0.4370 ns.
- Setup repair after global routing left no endpoint under its margin.
- The run puts the shortest period the worst path allows at ~9.4 ns.
- The run gives the clock skew after layout as 0.004714 ns.
- In this build the clock could be raised as far as 106.4 MHz.
- The run puts the total setup violations reported at the end of the flow at 0.
- The run gives the share of the clock period used by the worst path after layout as 81.72%.
- The run gives the max-slew headroom at the worst pin as roughly 27%.
- In the final report, the number of pins over their slew limit comes to 0.
- The run puts the post-route worst setup slack at ~2.1 ns.

Finish:
- The run puts the multi-input combinational cell area at between 6000 and 7000 um2.
- The run gives the proportion of layout cells with a drive suffix above 1 as 6.351%.
- The run puts the area added between synthesis and finish at 45.74%.
- The run puts the core occupancy in the finished layout at 60.13%.
- The run gives the tally of non-filler cells in the final layout as 1,757.
- Ranking logic cells in the layout by count gives the top entries clkdlybuf4s50_1 (315), nand2_1 (112), nor2_1 (101).
- The run gives the number of inserted filler cells in the final layout as 1,814.
- Among logic cells in the layout, the one with the most instances is clkdlybuf4s50_1.
- The run puts the area taken by flip-flops and latches at 780.7 um2.
- The layout stage reports a final design area of roughly 12,000 um2.

Pwr:
- For this design the ratio of total power to cell area is around 73 nW/um2.
- The run puts the power consumption at 0.8653 mW.
- The run puts the cell leakage power at 4.219 nW.
- The run puts the maximum ir drop on the vdd rail at 0.06147 mV.

Logic synthesis:
- The run gives the share of synthesized cell area in and-or and or-and compound cells as 43.00%.
- The run gives the dominant combinational cell family by area after synthesis as AND-OR/OR-AND gates.
- The run puts the adder-cell share of the synthesized area at 5.352%.
- The mapped netlist covers 8135 um2.
- Per the synth stats, the proportion of register bits with asynchronous set or reset is 0%.
- The run gives the average instance area after synthesis as 6.842 um2.
- The area recorded from the Yosys report for this design is 8135 um2.
- The run puts the yosys stat cell total at 1,189.
- Per Yosys stat, the portion of area used by sequential elements is 9.597%.
- The run gives the commonest register cell after synthesis as dfxtp_1.
- Per the synth log, the flip-flop and latch total comes to 39.
- The run gives the mux cell area share after synthesis as 0.4922%.
- For reference, XOR and XNOR gates occupy 5.291% of the area reported after synthesis.
- The run puts the number of instances in the synthesized netlist at 1,189.
- The run gives the share of synthesized cell area in and, or, nand and nor gates as a little under a third.
- The number of different library cells used by synthesis comes to 100.
- The run gives the number of synthesized flops with an enable pin as 0.
- The run puts the count of yosys warnings during synthesis at 2.

Placement:
- The run gives the routability-driven placement congestion ratio as 1.079.
- The run puts the HPWL after detailed placement at around 34,000 um.
- Counting tap cells, the placed design contains a total of approximately 1,700 instances.
- The run gives the post-place instance area as 11,670 um2.
- The run puts the count of port buffers added during placement at 315.
- The run gives the worst slack at placement as around 2.2 ns.

Run:
- Summing over the stages, the warning tally comes to 54.
- The run puts the max capacitance violation total at 0.

Status:
- The run finished with clean final reports.
-- worst register-to-register path, cell delays in order, from the launching register on --
cell,delay (ns)
dfxtp_1,0.37
and3_1,0.21
and3_1,0.24
nand4_1,0.22
nor2_1,0.28
and4_1,0.31
nand4_1,0.13
xor2_1,0.16
nor2_1,0.05
-- final timing paths --
check,startpoint,endpoint,slack (ns)
max,v_cnt[5],output_color[1],2.10
min,clock_div.num[0],clock_div.num[0],0.44
max reg2reg,clock_div.num[3],clock_div.num[22],9.42
min reg2reg,clock_div.num[0],clock_div.num[0],0.44
-- sequential cells by signal, indices dropped and copies added (netlist names) --
register	cells
clock_div.num	27
output_color	12
-- cell families (layout without fill, tap and decap cells) --
logic type | count (synthesis) | in the layout
xor gates and xnor gates | 47 | 47
muxes | 4 | 4
other | 0 | 12
AOI/OAI and AO/OA | 474 | 474
DFF | 39 | 39
and+or+nand+nor | 489 | 489
buffers and inverters | 101 | 392
adders and majority gates | 35 | 35
-- cell type report --
class | count | area share (%)
well taps | 265 | 2.797
inverters | 27 | 0.8548
repair buffers | 357 | 29.25
clock buffers | 6 | 1.171
flip-flops and latches | 39 | 6.585
diodes | 12 | 0.2533
clock inverters | 2 | 0.1372
multi-input cells | 1049 | 58.95
-- routing by layer --
metal  GRT usage (%)  wire (um)  up-vias
met3           11.73       5156      177
met2           63.31      19260      768
li1                -          -     5350
met5               0          0        -
met4           24.21       2841        0
met1           54.33      16470     5387
-- synth_stat cells, drive strengths merged, types with 22 or more instances --
master | number | share of area (%)
nand2 | 112 | 5.2
nor2 | 102 | 4.7
a21oi | 74 | 4.6
o21ai | 70 | 4.3
nand3 | 66 | 4.1
clkbuf | 54 | 2.5
dfxtp | 39 | 9.6
a22oi | 38 | 3.5
nand4 | 36 | 2.8
ha | 34 | 5.2
nor3 | 32 | 2.2
and2 | 30 | 2.3
o211ai | 28 | 2.6
xnor2 | 27 | 3.1
a211oi | 25 | 2.4
inv | 25 | 1.2
a31oi | 24 | 1.9
and3 | 22 | 1.8
-- where the power goes --
part	switching (mW)	internal (mW)	leakage [nW]
Clock	0.0523	0.0865	0.0731
Combinational	0.338	0.247	3.83
Sequential	0.00149	0.139	0.316
Power is estimated from default activity; no workload was simulated.
