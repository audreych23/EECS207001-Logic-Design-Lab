File: config.mk
export PLATFORM = sky130hd
export DESIGN_NAME = VGAController
export DESIGN_NICKNAME = VGAController
export VERILOG_FILES = /design/flow/design.v
export SDC_FILE = /design/flow/constraint.sdc
export NUM_CORES = 4
export LEC_CHECK = 1
export CORE_AREA = 10 10 85 85
export DIE_AREA = 0 0 95 95
File: constraint.sdc
current_design VGAController

set clk_period 3.5
set clk_io_pct 0.2

create_clock -name clk0 -period $clk_period [get_ports {clk}]

set non_clock_inputs [all_inputs -no_clocks]
set_input_delay [expr $clk_period * $clk_io_pct] -clock clk0 $non_clock_inputs
set_output_delay [expr $clk_period * $clk_io_pct] -clock clk0 [all_outputs]
File: design.v
`timescale 1ns / 1ps
module VGAController(
    input clk,
    input reset,
    output h_sync,
    output v_sync,
    output reg valid,
    output reg [9:0] h_cnt,
    output reg [9:0] v_cnt
);
    reg hsync_i, vsync_i;
    parameter HD = 10'd640;
    parameter HF = 10'd16;
    parameter HS = 10'd96;
    parameter HB = 10'd48;
    parameter HT = 10'd800;
    parameter VD = 10'd480;
    parameter VF = 10'd10;
    parameter VS = 10'd2;
    parameter VB = 10'd33;
    parameter VT = 10'd521;
    always @(posedge clk)begin
       if(reset)begin
          h_cnt <= 0;
          v_cnt <= 0;
          valid <= 0;
       end
       else begin
           if (h_cnt == HT) h_cnt <= 0;
           else h_cnt <= h_cnt +1;
           if (v_cnt == VT) v_cnt <= 0;
           else if (h_cnt == HT) v_cnt <= v_cnt + 1;
           else v_cnt <= v_cnt;
           hsync_i <= (h_cnt > (HD + HF - 1'd1) && h_cnt < (HD + HF + HS - 1'd1));
	         vsync_i <= (v_cnt == (VD + VF) || v_cnt == (VD + VF + VS - 1'd1));
	         valid <= (h_cnt < HD) && (v_cnt < VD);
       end
    end
    assign h_sync = ~hsync_i;
    assign v_sync = ~vsync_i;
endmodule
File: run.sh
#!/bin/bash
# OpenROAD 26Q1-2900-gdf79404cd8, Yosys 0.63+post, stock flow scripts
make -C /OpenROAD-flow-scripts/flow DESIGN_CONFIG=/design/flow/config.mk WORK_HOME=/design/flow/orfs finish
==> impl_metrics.env <==
# flow metrics
export IMPL_status="finished, final reports clean"
export IMPL_required_ps=2800
export IMPL_syn_cell_area_um2=1100
export IMPL_edf_count=2
export IMPL_grt_usage=0.0577
export IMPL_crit_family="buffers and inverters"
export IMPL_die_w_um=95
export IMPL_setup_viol=0
export IMPL_synthMuxAreaShare=0
export IMPL_hold_violations=0
export IMPL_grt_overflow=0
export IMPL_path_class="flop to primary output"
export IMPL_fill_cells=596
export IMPL_worst_slew_pin_slew_ps=673
export IMPL_ys_async_sr_fraction=0
export IMPL_core_util_floorplan=0.202
export IMPL_top_area_frac=0.381
export IMPL_crit_fanout=9
export IMPL_ys_cells=124
export IMPL_ys_area_um2=1100
export IMPL_total_power_mw=0.457
export IMPL_tool_warnings=28
export IMPL_rsz0062_at_grt="no"
export IMPL_aoi_share=0.0476
export IMPL_crit_end="h_cnt[5]"
export IMPL_reg2reg_to="v_cnt[9]$_SDFFE_PP0N_"
export IMPL_slew_viol_final=0
export IMPL_cts_buffers=3
export IMPL_cp_end_kind="primary output"
export IMPL_post_place_ws_ps=1530
export IMPL_synth_cellmix_simpleShare=0.286
export IMPL_postCtsHoldBufs=0
export IMPL_worstPathArrival_ps=1300
export IMPL_synthAdderAreaFrac=0.0567
export IMPL_post_drt_wl_per_cell_um=11.7
export IMPL_cts_sinks=23
export IMPL_clock_fmax_mhz=500
export IMPL_final_core_util=0.266
export IMPL_max_clock_path_buffers=2
export IMPL_gp_congestion=0.820
export IMPL_ir_drop_mv=0.122
export IMPL_die_area_um2=9030
export IMPL_insertion_delay_ps=260
export IMPL_cts_max_level=1
export IMPL_synthTopCellsByCount="dfxtp_1, nor2_1, inv_1, xnor2_1, nor4_1"
export IMPL_synthFlopType="dfxtp_1"
export IMPL_setup_tns_ps=0
export IMPL_num_rows=27
export IMPL_grt_pass1_wl_mm=4.30
export IMPL_ioPinCount=25
export IMPL_period_used=0.571
export IMPL_grt_max_degree=14
export IMPL_startpoint="h_cnt[5]$_SDFF_PP0_"
export IMPL_hold_slack_ps=482
export IMPL_root_buffer="clkbuf_8"
export IMPL_grt_pass1_vias=884
export IMPL_antenna_found_initial=0
export IMPL_skew_ps=2.66
export IMPL_path_cells="clkdlybuf4s50_1"
export IMPL_antennaDiodeCount=0
export IMPL_cts_repair_resized=0
export IMPL_drt_iter0_drc=97
export IMPL_power_density_nw_per_um2=314
export IMPL_netlist_instances=124
export IMPL_ys_seq_elements=23
export IMPL_max_stage_delay_ps=530
export IMPL_cts_setup_buffers=0
export IMPL_place_hpwl_mm=1.97
export IMPL_post_synth_top_count_cell="dfxtp_1"
export IMPL_route_detailed_drc=0
export IMPL_clkTransAtPathRegs_ps=80
export IMPL_synth_xor_area_share=0.119
export IMPL_synthDistinctLibCells=31
export IMPL_dr_pass1_iters=4
export IMPL_min_delay_start="h_cnt[0]$_SDFF_PP0_"
export IMPL_max_slew_margin_rel=0.548
export IMPL_worst_path_buf_inv=1
export IMPL_synth_area_per_cell_um2=8.90
export IMPL_synthTopCellsByArea="dfxtp_1, xnor2_1, nor2_1"
export IMPL_r2r_slack_ps=1600
export IMPL_vias=914
export IMPL_ant_nets=0
export IMPL_drv_cap=0
export IMPL_slowest_stage="clkdlybuf4s50_1"
export IMPL_finalCriticalPeriod_ps=2000
export IMPL_p_leak_nw=0.490
export IMPL_hold_class="flop to flop"
export IMPL_worst_path_stages=1
export IMPL_r2r_start="h_cnt[2]$_SDFF_PP0_"
export IMPL_finalWorstSetupSlack_ps=1500
export IMPL_port_buffers=24
export IMPL_wirelength_mm=2.58
export IMPL_layout_drive_gt1_share=0.0541
export IMPL_die_h_um=95
export IMPL_cts_tree="built"
export IMPL_area_growth_pct=32.0
export IMPL_yosysWarnings=1
export IMPL_via_per_inst=4.15
export IMPL_cp_start_kind="flop"
export IMPL_postSynthSeqShare=0.435
export IMPL_fp_coreArea_um2=5470
export IMPL_logic_family="simple AND/OR/NAND/NOR gates"
export IMPL_rr_worst_depth=4
export IMPL_yosys_area_top_type="dfxtp_1"
==> registers in the layout, summed over array words and instances (netlist names) <==
name     cells
valid        1
vsync_i      1
hsync_i      1
h_cnt       10
v_cnt       10
==> power by group <==
| group | internal (mW) | total [mW] | switching [mW] | leakage, nW |
|---|---|---|---|---|
| logic | 0.0122 | 0.0211 | 0.00896 | 0.273 |
| clock network | 0.0794 | 0.163 | 0.0835 | 0.0255 |
| registers | 0.269 | 0.273 | 0.00374 | 0.191 |
==> layout by cell type, fill, tap and decap left out, types with 3 or more instances in the layout <==
cell / netlist / routed
and3_1: 3 / 3
clkbuf_8: 0 / 3
clkdlybuf4s50_1: 0 / 24
dfxtp_1: 21 / 21
ha_1: 5 / 5
inv_1: 10 / 10
nand2_1: 4 / 4
nand3_1: 5 / 5
nand4_1: 5 / 5
nor2_1: 20 / 20
nor4_1: 7 / 7
o21ai_0: 3 / 3
xnor2_1: 10 / 10
xor2_1: 5 / 5
==> cell families after synthesis <==
kind of cell	Yosys count
buffers and inverters	14
adders and majority gates	5
DFF	23
and+or+nand+nor	58
AOI/OAI and AO/OA	9
xor gates and xnor gates	15
==> worst min path at each step <==
stage,end,cells after the start
final,h_cnt[0]$_SDFF_PP0_,1
after global routing,h_cnt[0]$_SDFF_PP0_,1
after CTS,h_cnt[0]$_SDFF_PP0_,1
==> metal layers <==
metal	up-vias	GRT usage	part of all wire
met4	0	0.0112	0.012
met1	413	0.0762	0.44
met5	-	0	0
li1	477	-	-
met2	22	0.0961	0.48
met3	2	0.0120	0.070
==> area by class of cell <==
cell class                 instances  area [um^2]  area share
clock buffer                       3         41.3      0.0284
multi-input combinational         87          562       0.386
timing repair buffer              24          240       0.165
tap                               72         90.1      0.0619
clock inverter                     1         5.00     0.00344
sequential                        23          480       0.330
inverter                          10         37.5      0.0258
==> through the flow <==
step / instances / area [um^2]
floorplan: 124 / 1100
global placement: 216 / 1410
detailed placement: 216 / 1410
CTS: 220 / 1460
global route: 220 / 1460
finish: 220 / 1460
Power figures rest on the tool's default switching activity, not on a simulated workload.
